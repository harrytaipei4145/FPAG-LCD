--- /design/flow/design.v ---
`timescale 1ns / 1ps
module LCD(input clk,output reg LCD_E,
output reg LCD_RS,
output reg LCD_RW,
output reg SF_D11,
output reg SF_D10,
output reg SF_D9,
output reg SF_D8);
reg [49:0]count;
always @(posedge clk)begin
if(count==400000000)
count<=0;
else
count<=count+1;
end
always @(posedge clk)begin
if(count==0)
LCD_E<=0;
else if(count==750000)begin
LCD_E<=1;
SF_D11<=0;
SF_D10<=0;
SF_D9<=1;
SF_D8<=1;
end
else if(count==750012)begin
LCD_E<=0;
end
else if(count==955012)begin
LCD_E<=1;
SF_D11<=0;
SF_D10<=0;
SF_D9<=1;
SF_D8<=1;
end
else if(count==955024)begin
LCD_E<=0;
end
else if(count==960024)begin
LCD_E<=1;
SF_D11<=0;
SF_D10<=0;
SF_D9<=1;
SF_D8<=1;
end
else if(count==960036)begin
LCD_E<=0;
end
else if(count==962036)begin
LCD_E<=1;
SF_D11<=0;
SF_D10<=0;
SF_D9<=1;
SF_D8<=0;
end
else if(count==962048)begin
LCD_E<=0;
end 
else if(count==964048)begin
LCD_E<=1;
LCD_RS<=0;
LCD_RW<=0;
SF_D11<=0;
SF_D10<=0;
SF_D9<=1;
SF_D8<=0;
end
else if(count==964060)begin
LCD_E<=0;
end
else if(count==964110)begin
LCD_E<=1;
LCD_RS<=0;
LCD_RW<=0;
SF_D11<=1;
SF_D10<=0;
SF_D9<=0;
SF_D8<=0;
end
else if(count==964122)begin
LCD_E<=0;
end 
else if(count==966122)begin
LCD_E<=1;
LCD_RS<=0;
LCD_RW<=0;
SF_D11<=0;
SF_D10<=0;
SF_D9<=0;
SF_D8<=0;
end
else if(count==966134)begin
LCD_E<=0;
end
else if(count==966184)begin
LCD_E<=1;
LCD_RS<=0;
LCD_RW<=0;
SF_D11<=0;
SF_D10<=1;
SF_D9<=0;
SF_D8<=0;
end
else if(count==966196)begin
LCD_E<=0;
end 
else if(count==968196)begin
LCD_E<=1;
LCD_RS<=0;
LCD_RW<=0;
SF_D11<=0;
SF_D10<=0;
SF_D9<=0;
SF_D8<=0;
end
else if(count==968208)begin
LCD_E<=0;
end
else if(count==968258)begin
LCD_E<=1;
LCD_RS<=0;
LCD_RW<=0;
SF_D11<=1;
SF_D10<=1;
SF_D9<=0;
SF_D8<=0;
end
else if(count==968270)begin
LCD_E<=0;
end 
else if(count==970270)begin
LCD_E<=1;
LCD_RS<=0;
LCD_RW<=0;
SF_D11<=0;
SF_D10<=0;
SF_D9<=0;
SF_D8<=0;
end
else if(count==970282)begin
LCD_E<=0;
end
else if(count==970332)begin
LCD_E<=1;
LCD_RS<=0;
LCD_RW<=0;
SF_D11<=0;
SF_D10<=0;
SF_D9<=0;
SF_D8<=1;
end
else if(count==970344)begin
LCD_E<=0;
end 
else if(count==1052344)begin
LCD_E<=1;
LCD_RS<=1;
LCD_RW<=0;
SF_D11<=0;
SF_D10<=0;
SF_D9<=1;
SF_D8<=1;
end
else if(count==1052356)begin
LCD_E<=0;
end
else if(count==1052406)begin
LCD_E<=1;
LCD_RS<=1;
LCD_RW<=0;
SF_D11<=0;
SF_D10<=0;
SF_D9<=0;
SF_D8<=0;
end
else if(count==1052418)begin
LCD_E<=0;
end 
else if(count==1054418)begin
LCD_E<=1;
LCD_RS<=0;
LCD_RW<=0;
SF_D11<=1;
SF_D10<=0;
SF_D9<=0;
SF_D8<=0;
end
else if(count==1054430)begin
LCD_E<=0;
end
else if(count==1054480)begin
LCD_E<=1;
LCD_RS<=0;
LCD_RW<=0;
SF_D11<=0;
SF_D10<=0;
SF_D9<=0;
SF_D8<=1;
end
else if(count==1054492)begin
LCD_E<=0;
end 
else if(count==2056492)begin
LCD_E<=1;
LCD_RS<=1;
LCD_RW<=0;
SF_D11<=0;
SF_D10<=0;
SF_D9<=1;
SF_D8<=1;
end
else if(count==2056504)begin
LCD_E<=0;
end
else if(count==2056554)begin
LCD_E<=1;
LCD_RS<=1;
LCD_RW<=0;
SF_D11<=0;
SF_D10<=0;
SF_D9<=1;
SF_D8<=0;
end
else if(count==2056566)begin
LCD_E<=0;
end 
else if(count==3058566)begin
LCD_E<=1;
LCD_RS<=0;
LCD_RW<=0;
SF_D11<=1;
SF_D10<=0;
SF_D9<=0;
SF_D8<=0;
end
else if(count==3058578)begin
LCD_E<=0;
end
else if(count==3058628)begin
LCD_E<=1;
LCD_RS<=0;
LCD_RW<=0;
SF_D11<=0;
SF_D10<=0;
SF_D9<=1;
SF_D8<=0;
end
else if(count==3058640)begin
LCD_E<=0;
end 
else if(count==4060640)begin
LCD_E<=1;
LCD_RS<=1;
LCD_RW<=0;
SF_D11<=0;
SF_D10<=0;
SF_D9<=1;
SF_D8<=1;
end
else if(count==4060652)begin
LCD_E<=0;
end
else if(count==4060702)begin
LCD_E<=1;
LCD_RS<=1;
LCD_RW<=0;
SF_D11<=0;
SF_D10<=0;
SF_D9<=0;
SF_D8<=1;
end
else if(count==4060714)begin
LCD_E<=0;
end 
else if(count==5062714)begin
LCD_E<=1;
LCD_RS<=0;
LCD_RW<=0;
SF_D11<=1;
SF_D10<=0;
SF_D9<=0;
SF_D8<=0;
end
else if(count==5062726)begin
LCD_E<=0;
end
else if(count==5062776)begin
LCD_E<=1;
LCD_RS<=0;
LCD_RW<=0;
SF_D11<=0;
SF_D10<=0;
SF_D9<=1;
SF_D8<=1;
end
else if(count==5062788)begin
LCD_E<=0;
end 
else if(count==6064788)begin
LCD_E<=1;
LCD_RS<=1;
LCD_RW<=0;
SF_D11<=0;
SF_D10<=0;
SF_D9<=1;
SF_D8<=1;
end
else if(count==6064800)begin
LCD_E<=0;
end
else if(count==6064850)begin
LCD_E<=1;
LCD_RS<=1;
LCD_RW<=0;
SF_D11<=0;
SF_D10<=0;
SF_D9<=0;
SF_D8<=1;
end
else if(count==6064862)begin
LCD_E<=0;
end 
else if(count==7066862)begin
LCD_E<=1;
LCD_RS<=0;
LCD_RW<=0;
SF_D11<=1;
SF_D10<=0;
SF_D9<=0;
SF_D8<=0;
end
else if(count==7066874)begin
LCD_E<=0;
end
else if(count==7066924)begin
LCD_E<=1;
LCD_RS<=0;
LCD_RW<=0;
SF_D11<=0;
SF_D10<=1;
SF_D9<=0;
SF_D8<=0;
end
else if(count==7066936)begin
LCD_E<=0;
end 
else if(count==8068936)begin
LCD_E<=1;
LCD_RS<=1;
LCD_RW<=0;
SF_D11<=0;
SF_D10<=0;
SF_D9<=1;
SF_D8<=1;
end
else if(count==8068948)begin
LCD_E<=0;
end
else if(count==8068998)begin
LCD_E<=1;
LCD_RS<=1;
LCD_RW<=0;
SF_D11<=0;
SF_D10<=0;
SF_D9<=1;
SF_D8<=0;
end
else if(count==8069010)begin
LCD_E<=0;
end 
else if(count==9071010)begin
LCD_E<=1;
LCD_RS<=0;
LCD_RW<=0;
SF_D11<=1;
SF_D10<=0;
SF_D9<=0;
SF_D8<=0;
end
else if(count==9071022)begin
LCD_E<=0;
end
else if(count==9071072)begin
LCD_E<=1;
LCD_RS<=0;
LCD_RW<=0;
SF_D11<=0;
SF_D10<=1;
SF_D9<=0;
SF_D8<=1;
end
else if(count==9071084)begin
LCD_E<=0;
end 
else if(count==10073084)begin
LCD_E<=1;
LCD_RS<=1;
LCD_RW<=0;
SF_D11<=0;
SF_D10<=0;
SF_D9<=1;
SF_D8<=1;
end
else if(count==10073096)begin
LCD_E<=0;
end
else if(count==10073146)begin
LCD_E<=1;
LCD_RS<=1;
LCD_RW<=0;
SF_D11<=0;
SF_D10<=1;
SF_D9<=1;
SF_D8<=0;
end
else if(count==10073158)begin
LCD_E<=0;
end 
else if(count==11075158)begin
LCD_E<=1;
LCD_RS<=0;
LCD_RW<=0;
SF_D11<=1;
SF_D10<=0;
SF_D9<=0;
SF_D8<=0;
end
else if(count==11075170)begin
LCD_E<=0;
end
else if(count==11075220)begin
LCD_E<=1;
LCD_RS<=0;
LCD_RW<=0;
SF_D11<=0;
SF_D10<=1;
SF_D9<=1;
SF_D8<=0;
end
else if(count==11075232)begin
LCD_E<=0;
end 
else if(count==12077232)begin
LCD_E<=1;
LCD_RS<=1;
LCD_RW<=0;
SF_D11<=0;
SF_D10<=0;
SF_D9<=1;
SF_D8<=1;
end
else if(count==12077244)begin
LCD_E<=0;
end
else if(count==12077294)begin
LCD_E<=1;
LCD_RS<=1;
LCD_RW<=0;
SF_D11<=0;
SF_D10<=0;
SF_D9<=0;
SF_D8<=1;
end
else if(count==12077306)begin
LCD_E<=0;
end 
else if(count==13079306)begin
LCD_E<=1;
LCD_RS<=0;
LCD_RW<=0;
SF_D11<=1;
SF_D10<=1;
SF_D9<=0;
SF_D8<=0;
end
else if(count==13079318)begin
LCD_E<=0;
end
else if(count==13079368)begin
LCD_E<=1;
LCD_RS<=0;
LCD_RW<=0;
SF_D11<=0;
SF_D10<=0;
SF_D9<=0;
SF_D8<=0;
end
else if(count==13079380)begin
LCD_E<=0;
end 
else if(count==14081380)begin
LCD_E<=1;
LCD_RS<=1;
LCD_RW<=0;
SF_D11<=0;
SF_D10<=0;
SF_D9<=1;
SF_D8<=1;
end
else if(count==14081392)begin
LCD_E<=0;
end
else if(count==14081442)begin
LCD_E<=1;
LCD_RS<=1;
LCD_RW<=0;
SF_D11<=0;
SF_D10<=0;
SF_D9<=0;
SF_D8<=0;
end
else if(count==14081454)begin
LCD_E<=0;
end 
else if(count==15083454)begin
LCD_E<=1;
LCD_RS<=0;
LCD_RW<=0;
SF_D11<=1;
SF_D10<=1;
SF_D9<=0;
SF_D8<=0;
end
else if(count==15083466)begin
LCD_E<=0;
end
else if(count==15083516)begin
LCD_E<=1;
LCD_RS<=0;
LCD_RW<=0;
SF_D11<=0;
SF_D10<=0;
SF_D9<=0;
SF_D8<=1;
end
else if(count==15083528)begin
LCD_E<=0;
end 
else if(count==16085528)begin
LCD_E<=1;
LCD_RS<=1;
LCD_RW<=0;
SF_D11<=0;
SF_D10<=0;
SF_D9<=1;
SF_D8<=1;
end
else if(count==16085540)begin
LCD_E<=0;
end
else if(count==16085590)begin
LCD_E<=1;
LCD_RS<=1;
LCD_RW<=0;
SF_D11<=0;
SF_D10<=0;
SF_D9<=1;
SF_D8<=0;
end
else if(count==16085602)begin
LCD_E<=0;
end 
else if(count==17087602)begin
LCD_E<=1;
LCD_RS<=0;
LCD_RW<=0;
SF_D11<=1;
SF_D10<=1;
SF_D9<=0;
SF_D8<=0;
end
else if(count==17087614)begin
LCD_E<=0;
end
else if(count==17087664)begin
LCD_E<=1;
LCD_RS<=0;
LCD_RW<=0;
SF_D11<=0;
SF_D10<=0;
SF_D9<=1;
SF_D8<=0;
end
else if(count==17087676)begin
LCD_E<=0;
end 
else if(count==18089676)begin
LCD_E<=1;
LCD_RS<=1;
LCD_RW<=0;
SF_D11<=0;
SF_D10<=0;
SF_D9<=1;
SF_D8<=1;
end
else if(count==18089688)begin
LCD_E<=0;
end
else if(count==18089738)begin
LCD_E<=1;
LCD_RS<=1;
LCD_RW<=0;
SF_D11<=0;
SF_D10<=0;
SF_D9<=0;
SF_D8<=1;
end
else if(count==18089750)begin
LCD_E<=0;
end 
else if(count==19091750)begin
LCD_E<=1;
LCD_RS<=0;
LCD_RW<=0;
SF_D11<=1;
SF_D10<=1;
SF_D9<=0;
SF_D8<=0;
end
else if(count==19091762)begin
LCD_E<=0;
end
else if(count==19091812)begin
LCD_E<=1;
LCD_RS<=0;
LCD_RW<=0;
SF_D11<=0;
SF_D10<=0;
SF_D9<=1;
SF_D8<=1;
end
else if(count==19091824)begin
LCD_E<=0;
end 
else if(count==20093824)begin
LCD_E<=1;
LCD_RS<=1;
LCD_RW<=0;
SF_D11<=0;
SF_D10<=0;
SF_D9<=1;
SF_D8<=1;
end
else if(count==20093836)begin
LCD_E<=0;
end
else if(count==20093886)begin
LCD_E<=1;
LCD_RS<=1;
LCD_RW<=0;
SF_D11<=0;
SF_D10<=0;
SF_D9<=0;
SF_D8<=1;
end
else if(count==20093898)begin
LCD_E<=0;
end 
else if(count==21095898)begin
LCD_E<=1;
LCD_RS<=0;
LCD_RW<=0;
SF_D11<=1;
SF_D10<=1;
SF_D9<=0;
SF_D8<=0;
end
else if(count==21095910)begin
LCD_E<=0;
end
else if(count==21095960)begin
LCD_E<=1;
LCD_RS<=0;
LCD_RW<=0;
SF_D11<=0;
SF_D10<=1;
SF_D9<=0;
SF_D8<=0;
end
else if(count==21095972)begin
LCD_E<=0;
end 
else if(count==22097972)begin
LCD_E<=1;
LCD_RS<=1;
LCD_RW<=0;
SF_D11<=0;
SF_D10<=0;
SF_D9<=1;
SF_D8<=1;
end
else if(count==22097984)begin
LCD_E<=0;
end
else if(count==22098034)begin
LCD_E<=1;
LCD_RS<=1;
LCD_RW<=0;
SF_D11<=0;
SF_D10<=0;
SF_D9<=1;
SF_D8<=0;
end
else if(count==22098046)begin
LCD_E<=0;
end 
else if(count==23000046)begin
LCD_E<=1;
LCD_RS<=0;
LCD_RW<=0;
SF_D11<=1;
SF_D10<=1;
SF_D9<=0;
SF_D8<=0;
end
else if(count==23000058)begin
LCD_E<=0;
end
else if(count==23000108)begin
LCD_E<=1;
LCD_RS<=0;
LCD_RW<=0;
SF_D11<=0;
SF_D10<=1;
SF_D9<=0;
SF_D8<=1;
end
else if(count==23000120)begin
LCD_E<=0;
end 
else if(count==24002120)begin
LCD_E<=1;
LCD_RS<=1;
LCD_RW<=0;
SF_D11<=0;
SF_D10<=0;
SF_D9<=1;
SF_D8<=1;
end
else if(count==24002132)begin
LCD_E<=0;
end
else if(count==24002182)begin
LCD_E<=1;
LCD_RS<=1;
LCD_RW<=0;
SF_D11<=0;
SF_D10<=1;
SF_D9<=1;
SF_D8<=0;
end
else if(count==24002194)begin
LCD_E<=0;
end 
else if(count==25004194)begin
LCD_E<=1;
LCD_RS<=0;
LCD_RW<=0;
SF_D11<=1;
SF_D10<=1;
SF_D9<=0;
SF_D8<=0;
end
else if(count==25004206)begin
LCD_E<=0;
end
else if(count==25004256)begin
LCD_E<=1;
LCD_RS<=0;
LCD_RW<=0;
SF_D11<=0;
SF_D10<=1;
SF_D9<=1;
SF_D8<=0;
end
else if(count==25004268)begin
LCD_E<=0;
end 
else if(count==26006268)begin
LCD_E<=1;
LCD_RS<=1;
LCD_RW<=0;
SF_D11<=0;
SF_D10<=0;
SF_D9<=1;
SF_D8<=1;
end
else if(count==26006280)begin
LCD_E<=0;
end
else if(count==26006330)begin
LCD_E<=1;
LCD_RS<=1;
LCD_RW<=0;
SF_D11<=0;
SF_D10<=0;
SF_D9<=0;
SF_D8<=1;
end
else if(count==26006342)begin
LCD_E<=0;
end 
else if(count==27008342)begin
LCD_E<=1;
LCD_RS<=0;
LCD_RW<=0;
SF_D11<=1;
SF_D10<=0;
SF_D9<=0;
SF_D8<=0;
end
else if(count==27008354)begin
LCD_E<=0;
end
else if(count==27008404)begin
LCD_E<=1;
LCD_RS<=0;
LCD_RW<=0;
SF_D11<=0;
SF_D10<=0;
SF_D9<=0;
SF_D8<=0;
end
else if(count==27008416)begin
LCD_E<=0;
end 
else if(count==28010416)begin
LCD_E<=1;
LCD_RS<=0;
LCD_RW<=1;
SF_D11<=1;
SF_D10<=0;
SF_D9<=0;
SF_D8<=0;
end
else if(count==28010428)begin
LCD_E<=0;
end
else
LCD_E<=LCD_E;
end
endmodule
--- /design/flow/config.mk ---
export PLATFORM = sky130hd
export DESIGN_NAME = LCD
export DESIGN_NICKNAME = LCD
export VERILOG_FILES = /design/flow/design.v
export SDC_FILE = /design/flow/constraint.sdc
export NUM_CORES = 4
export LEC_CHECK = 1
export CORE_UTILIZATION = 50
--- /design/flow/constraint.sdc ---
current_design LCD

set clk_period 4.5
set clk_io_pct 0.2

create_clock -name clk0 -period $clk_period [get_ports {clk}]

set non_clock_inputs [all_inputs -no_clocks]
set_input_delay [expr $clk_period * $clk_io_pct] -clock clk0 $non_clock_inputs
set_output_delay [expr $clk_period * $clk_io_pct] -clock clk0 [all_outputs]
--- /design/flow/run.sh ---
#!/bin/bash
# OpenROAD 26Q1-2900-gdf79404cd8, Yosys 0.63+post, stock flow scripts
make -C /OpenROAD-flow-scripts/flow DESIGN_CONFIG=/design/flow/config.mk WORK_HOME=/design/flow/orfs finish
==> results_tabular.tex <==
% Yosys + OpenROAD metrics
\begin{tabular}{lr}
\hline
Metric & Value \\
\hline
\multicolumn{2}{l}{\textbf{Run status}} \\
Outcome & completed \\
\multicolumn{2}{l}{\textbf{Final timing}} \\
Fin worst setup slack & approximately 0.39 ns \\
Count of final max-slew check failures & 0 \\
Max transition margin & between 10\% and 20\% \\
Hold Vio Cnt, Final & 0 \\
Slew at the pin closest to its max-slew limit & roughly 1.2 ns \\
WHS & between 0.4 and 0.5 ns \\
Min Clock Period, post-route & between 4 and 5 ns \\
Max Clock Freq & between 200 and 250 MHz \\
Final setup vio count & 0 \\
Worst clock skew & roughly 0.019 ns \\
Accumulated negative setup slack & 0 ns \\
Final period utilization & between 90\% and 100\% \\
Unrepaired setup endpoints after global routing & false \\
\multicolumn{2}{l}{\textbf{Detailed routing}} \\
DRT Wirelength & between 20000 and 25000 um \\
First-pass detailed-route iteration total & 8 \\
Via count of the routed design & approximately 6700 \\
DR vias/cell & $\sim$7.6 \\
Post-route antenna net violation count & 0 \\
Final routed DRC violation total & 0 \\
Initial DRC Count & $\sim$1000 \\
Routed length per placed instance & approximately 28 um \\
\multicolumn{2}{l}{\textbf{Placement}} \\
Half-perimeter wire length of the detailed placement result & 18440 um \\
Final weighted congestion of routability-driven global placement & $\sim$1.2 \\
IO buf count & 7 \\
Minimum setup slack after placement & around 0.73 ns \\
\multicolumn{2}{l}{\textbf{Floorplan}} \\
Share of the core filled by cells before placement & around half \\
Horizontal extent of the die & between 100 and 150 um \\
Floorplan die area & 11620 sq um \\
Number of rows created at floorplan & 38 \\
Core Region & between 10000 and 15000 sq um \\
IO Pins & 8 \\
Die height & about 110 um \\
\multicolumn{2}{l}{\textbf{Global routing}} \\
Vias in the first global route & roughly 6100 \\
Largest net degree at the start of global routing & 23 \\
Wire length of the first global-routing pass & between 30000 and 40000 um \\
All-Layer GR Usage & 44.95\% \\
Antenna violations before repair & 1 \\
Global route overflow & 0 \\
\multicolumn{2}{l}{\textbf{Power and ir drop}} \\
Maximum VDD drop & roughly 0.23 mV \\
Design Power & $\sim$1000 uW \\
Leakage power figure & about 0.0017 uW \\
P per Cell Area & approximately 180 nW/um\^{}2 \\
\multicolumn{2}{l}{\textbf{Worst setup path}} \\
Category of cells accounting for the largest share of critical-path delay & simple AND/OR/NAND/NOR gates \\
Slowest stage delay, CP & about 0.94 ns \\
Arrival @ worst endpoint & 4.18 ns \\
Kind of launch point of the worst setup path & flip-flop \\
Worst path slowest cell & nor4\_1 \\
Crit end category & flip-flop \\
Critical path type & reg -> reg \\
Maximum fanout along the worst path & 8 \\
Worst Path Buf+Inv & 1 \\
Data required time at the worst endpoint & around 4.6 ns \\
Critical-path cell list & inv\_1 > ha\_1 > and3b\_1 > nand4\_1 > nor4\_1 > a2111oi\_0 > a31oi\_1 > nor4b\_1 > nand3\_1 > or3\_1 \\
\multicolumn{2}{l}{\textbf{Yosys}} \\
Post-synthesis async set-or-reset flop share & 0\% \\
Share of the synthesized area in the top cell type & between 10\% and 20\% \\
Synthesized flop and latch total & around 57 \\
Post-synth EDFFs & 6 \\
Total number of yosys warnings & 1 \\
Top cells by area & dfxtp\_1 18\%, nand2\_1 6.2\%, nand3\_1 5.8\% \\
Unique cell type count in the Yosys netlist & 71 \\
Most used standard cell by instance count after synthesis & nand2\_1 \\
Synth area leader & dfxtp\_1 \\
Post-synthesis chip area from yosys & roughly 5600 sq um \\
\# Cells Yosys & 759 \\
Sequential fraction of the synthesis area & 21.46\% \\
Dominant flop cell & dfxtp\_1 \\
Number of cells produced by synthesis & 759 \\
Syn Std Cell Area & $\sim$5600 sq um \\
Synth top cells by count & 92 x nand2\_1, 73 x nor2\_1, 65 x nand3\_1 \\
Average instance area after synthesis & 7.375 sq um \\
\multicolumn{2}{l}{\textbf{Final layout}} \\
Fill cells & just under 1000 \\
Share of final-layout standard cells stronger than drive strength 1 & 8.502\% \\
Relative area change from synthesis to final layout & 4.917\% \\
Flop area & roughly 1200 sq um \\
MI comb area & between 4000 and 5000 sq um \\
\multicolumn{2}{l}{\textbf{Run}} \\
Number of warnings in the stage logs & 27 \\
Maximum capacitance violations & 0 \\
\multicolumn{2}{l}{\textbf{Clock tree}} \\
Number of instances resized during post-cts repair & 0 \\
Clock Latency Late Sink & 0.38 ns \\
CTS tree & done \\
Number of buffers created by CTS & 9 \\
Hold\_buf cts & 0 \\
Clock Tree Buf Depth & 2 \\
Level count of the clock H-tree & 3 \\
Post-CTS setup buffer count & 0 \\
Number of sinks driven by the clock tree & 57 \\
Root buffer selected by CTS & clkbuf\_8 \\
Clock slew at reported path FFs & about 0.08 ns \\
\multicolumn{2}{l}{\textbf{Min path}} \\
Worst hold path type & reg -> reg \\
\hline
\end{tabular}
-- state kept, by name (all words and copies together), names as in the netlist --
register,count
LCD_RW,1
SF_D11,1
SF_D9,1
SF_D10,1
LCD_E,1
LCD_RS,1
count,50
SF_D8,1
-- worst paths after layout --
kind,startpoint,slack [ns],cells past startpoint,end
worst min register to register,count[46],0.48,1,count[46]
worst max-delay path,count[0],0.39,10,SF_D10
worst max register to register,count[0],0.39,10,SF_D10
worst min-delay path,count[46],0.48,1,count[46]
-- placed cells by master (no fill, tap or decap), types with 12 or more instances in the layout --
cell type,instances
and3_1,15
and4b_1,12
buf_4,14
dfxtp_1,51
nand2_1,92
nand3_1,65
nand4_1,44
nor2_1,73
nor2b_1,20
nor3_1,36
nor4_1,35
nor4b_1,12
o21ai_0,17
o22ai_1,12
xnor2_1,32
xor2_1,16
-- logic make-up (layout without fill, tap and decap cells) --
| logic type | count (synthesis) | count (layout) | share of synthesized area [%] |
|---|---|---|---|
| buffers and inverters | 61 | 43 | 5.476 |
| DFF | 57 | 57 | 21.46 |
| adders and majority gates | 3 | 3 | 0.6706 |
| AOI/OAI and AO/OA | 102 | 102 | 12.87 |
| and+or+nand+nor | 487 | 487 | 51.83 |
| muxes | 1 | 1 | 0.1788 |
| xor gates and xnor gates | 48 | 48 | 7.510 |
| other | 0 | 1 | 0 |
-- power breakdown --
part / switching (uW) / internal (uW)
Sequential: 0 / 511
Clock: 262 / 260
Combinational: 0 / 0
Total: 262 / 772
-- per-stage QoR --
step | util, % | std cells | area [sq um]
after detailed placement | 52.07 | 865 | 5669
after CTS | 53.92 | 881 | 5871
after global placement | 52.07 | 865 | 5669
after global routing | 53.92 | 881 | 5871
after floorplan | - | 759 | 5598
final | 53.94 | 882 | 5873
-- final cells by class --
class	count	share of cell area (%)
multi-input combinational	641	69.73
sequential	57	20.45
timing repair buffer	21	2.983
tap	140	2.983
clock buffer	9	2.109
clock inverter	7	1.321
inverter	6	0.3835
antenna	1	0.04261
-- metal layers --
metal  global-route usage (%)  routed length (um)
met1                    58.26                9119
met2                    62.09                9647
met3                    21.23                3933
met4                    23.29                2114
met5                        0                   0
-- worst register-to-register path, delay by kind of cell, from the launching register on --
family	cells	cell delay (ns)
flops	1	0.37
simple gates	6	2.45
compound gates	2	0.57
buf+inv	1	0.11
fa+ha+maj	1	0.29
Power is estimated from default activity; no workload was simulated.
